**flow/design.v**
```verilog
module adler32(
    input clock,
    input rst_n,
    input size_valid,
    input [31:0] size,
    input data_start,
    input [7:0] data,
    output checksum_valid,
    output [31:0] checksum
);
    wire last;     
    reg sumValid;
    adler32_acc acc1(
        .clk( clock ),
        .rst_n( rst_n ),
        .data ( data ),
        .checksum( checksum ),
        .checksum_valid( checksum_valid ),
        .data_start( data_start )
    );
    size_count cnt1(
        .rst_n( rst_n ),
        .clock ( clock ),
        .size_valid( size_valid ),
        .data_start( data_start ),
        .size ( size ),
        .last ( last )    
    );
  always @( posedge clock )begin
      sumValid <= last;
  end
  assign checksum_valid = sumValid;
endmodule
module adler32_acc(
    input clk,
    input rst_n,
    input [7:0] data,
    input checksum_valid,
    input data_start,
    output [31:0] checksum
);
    reg [16:0] A;
    reg [16:0] B;
    always @( posedge clk )begin
      if( !rst_n || checksum_valid || data_start ) begin
        A <= 16'h0001;
        B <= 16'h0000;
      end
      else begin
          A = A + data;
          if(A >= 16'hFFF1)
            A = A - 16'hFFF1;
          else begin
           A = A;
	end
          B = B + A;
          if(B >= 16'hFFF1)
             B = B - 16'hFFF1;
            else 
              B = B;
    end
  end
assign checksum = {B[15:0],A[15:0]};
endmodule
module size_count(
    input rst_n,
    input clock,
    input size_valid,
    input data_start,
    input [31:0] size,
    output  last
);
wire [31:0] v_size;
wire  valid;
reg [31:0] vr_size;
reg once;
wire done;
size_set U1(
    .rst_n( rst_n ),
    .clock( clock ),
    .size_valid( size_valid ),
    .size( size ),
    .v_size( v_size )
);
valid_set U2(
    .rst_n( rst_n ),
    .clock( clock ),
    .data_start( data_start ),
    .done ( done ),
    .valid( valid )
);
always @( posedge clock )begin
      if( !rst_n )begin
        once <= 0;
	vr_size <=0;
	end
      else begin
        if( valid )begin
          if(once==0)begin
            vr_size <= v_size-1;
            once <= 1;	
          end
          if( vr_size >= 1)
          vr_size <= vr_size - 1;
        end
        else begin
          vr_size <= vr_size;
	 once <= 0;
	end
      end
end
assign last = ( vr_size  ==  1 );
assign done = last;
endmodule
module size_set(
    input rst_n,
    input clock,
    input size_valid,
    input [31:0] size,
    output reg [31:0] v_size
);
always @( posedge clock )begin
    if( !rst_n )
      v_size <= 0;
    else begin
      if( size_valid )
        v_size <= size;
      else
        v_size <= v_size;
    end
end
endmodule
module valid_set(
    input rst_n,
    input clock,
    input data_start,
    input done,
    output reg valid
);
always @( posedge clock )begin
    if( !rst_n )
      valid <= 0;
    else begin
      if( data_start )
        valid <= 1;
      else begin
      if( done )
	valid <=0;
      else
	valid <= valid;
	end
    end
end
endmodule
```
**flow/run.sh**
```bash
#!/bin/bash
# OpenROAD 26Q1-2900-gdf79404cd8, Yosys 0.63+post, stock flow scripts
make -C /OpenROAD-flow-scripts/flow DESIGN_CONFIG=/design/flow/config.mk WORK_HOME=/design/flow/orfs finish
```
**flow/config.mk**
```make
export PLATFORM = sky130hd
export DESIGN_NAME = adler32
export DESIGN_NICKNAME = adler32
export VERILOG_FILES = /design/flow/design.v
export SDC_FILE = /design/flow/constraint.sdc
export NUM_CORES = 4
export LEC_CHECK = 1
export CORE_UTILIZATION = 30
```
**flow/constraint.sdc**
```tcl
current_design adler32

set clk_period 15.1
set clk_io_pct 0.2

create_clock -name clk0 -period $clk_period [get_ports {clock}]

set non_clock_inputs [all_inputs -no_clocks]
set_input_delay [expr $clk_period * $clk_io_pct] -clock clk0 $non_clock_inputs
set_output_delay [expr $clk_period * $clk_io_pct] -clock clk0 [all_outputs]
```
==> impl_metrics.csv <==
group,metric,value,unit
clock_tree,postCtsSetupRepairBufs,0,
final_timing,max_freq,101,MHz
synth,synth_warnings,5,
critical_path,critPathMaxFanout,14,
critical_path,cp-end-kind,"flip-flop",
critical_path,worstPathRequired,15.35,ns
power,vdd_drop_max,0.0830,mV
clock_tree,clk_latency,0.35,ns
critical_path,path_class,"in -> reg",
clock_tree,cts.sinks,101,
power,seq_power_share,0.275,
critical_path,rr_worst_depth,22,
drt,via_per_inst,5.07,
critical_path,startpoint_type,"primary input",
layout,final_cell_area,8510,um2
synth,most_common_cell,"dfxtp_1",
clock_tree,cts_resized,0,
clock_tree,tritoncts,"yes",
power,powerDensity,157,nW/um2
die,core,23800,um2
layout,drive_gt1_frac,0.0691,
global_routing,antenna_found_initial,0,
final_timing,slew_violations,0,
synth,synthDistinctLibCells,89,
place,dp_hpwl,13200,um
final_timing,finalSetupViolCount,0,
final_timing,fin_crit_sh,0.653,
synth,flop_cell,"dfxtp_1",
power,switchingPower,574,uW
final_timing,fin_skew,0.00903,ns
drt,n_antenna_cell,0,
critical_path,slowest_stage,"a2111oi_0",
synth,ys_seq_share,0.276,
die,num_rows,56,
final_timing,setup_tns,0,ns
power,cellLeakagePower,3.23,nW
layout,fillers,2459,
clock_tree,htree_levels,3,
clock_tree,clockBufferDepth,2,
place,place_area,8170,um2
global_routing,grt.overflow.total,0,
synth,common_cells,"dfxtp_1, nand2_1, a21oi_1",
synth,netlist_area,7340,um2
drt,vias,6383,
global_routing,grt_pass1_vias,5817,
synth,synthArstFlopShare,0,
synth,synth.avg_cell_area,8.09,um2
drt,dr.pass1.iters,6,
die,fp.dieH,158,um
critical_path,worst_path_largest_cell_delay,0.55,ns
die,dieArea,25100,um2
final_timing,relSlewSlack,0.449,
final_timing,hold_viol_final,0,
drt,post_drt_wl_per_cell,14.1,um
clock_tree,clockRootBuffer,"clkbuf_16",
drt,drt_iter0_markers,434,
critical_path,path_cells,"clkdlybuf4s50_1, ha_1, inv_1, fa_1, nor2b_1, o31a_2, o21a_1, nand2_1, a2111oi_0, o21ai_1, o31a_2, xnor2_1, ha_1, fa_1, a211oi_1, o21ai_1, o311ai_0, or3b_1, nor4b_1, nand4b_1, nand3_1, a211oi_1, a41o_1",
clock_tree,cts_inserted_buffers,9,
critical_path,cp.arrival,10.11,ns
synth,yosys_area,7340,um2
power,switching_share,0.429,
clock_tree,ctsHoldBuffers,0,
global_routing,grt_pass1_wl,29000,um
final_timing,finalCriticalPeriod,9.86,ns
place,place.port_buffers,76,
layout,area_growth,16.0,%
synth,synth_cells,907,
final_timing,rsz0062_at_grt,"false",
synth,ys_cells,907,
critical_path,worst_path_dominant_cell_family,"AND-OR/OR-AND gates",
critical_path,cp.depth,23,
synth,area_leaders,"dfxtp_1, ha_1, mux2i_1, xnor2_1, a21oi_1",
power,p_int,763,uW
drt,drc,0,
clock_tree,clk_pin_slew,0.07,ns
min_path,hold_depth,2,
global_routing,grt_max_degree,69,
synth,ys_ff,101,
outcome,status,"complete, no violations",
job,max-cap-violations,0,
die,fp_util,0.309,
drt,drtAntennaViolNets,0,
final_timing,tightest_slew,0.827,ns
place,place.gp.congestion,0.902,
min_path,hold_class,"reg -> reg",
synth,synthDominantCellAreaShare,0.276,
global_routing,grt.total_usage,0.146,
die,io_pins,77,
die,die_x,158,um
drt,routed_wl,17800,um
synth,edf_count,0,
power,clkPwrFrac,0.195,
job,warning_count,28,
power,power_frac_comb,0.530,
synth,top_area_cell,"dfxtp_1",
critical_path,worst-path-buf-inv,2,
power by group through the flow:
stage / Combinational [mW] / Clock, mW / Sequential (mW)
4_1_cts: 0.708 / 0.270 / 0.368
5_1_grt: 0.792 / 0.281 / 0.376
6_report: 0.708 / 0.261 / 0.368
state kept, by name, indices dropped and copies added, names as in the netlist:
register and flops:
cnt1.U2.valid 1, cnt1.U1.v_size 32, cnt1.once 1, sumValid 1, cnt1.vr_size 32, acc1.B 17
acc1.A 17
worst register-to-register path: stages (launching register included):
cell	delay (ns)
dfxtp_1	0.35
ha_1	0.23
inv_1	0.07
fa_1	0.39
nor2b_1	0.17
o31a_2	0.21
o21a_1	0.17
nand2_1	0.08
a2111oi_0	0.55
o21ai_1	0.29
o31a_2	0.48
xnor2_1	0.19
ha_1	0.24
fa_1	0.46
a211oi_1	0.41
o21ai_1	0.26
o311ai_0	0.45
or3b_1	0.44
nor4b_1	0.40
nand4b_1	0.29
nand3_1	0.47
a211oi_1	0.15
a41o_1	0.22
area by class of cell:
class / count / area [um2] / share of cell area
clock buffer: 12 / 256 / 0.0301
clock inverter: 4 / 77.6 / 0.00912
inverter: 29 / 109 / 0.0128
multi-input combinational: 711 / 4830 / 0.568
sequential: 101 / 2020 / 0.238
tap: 319 / 399 / 0.0469
timing repair buffer: 84 / 811 / 0.0953
stage by stage:
step	hold slack, ns	setup slack (ns)	util	total power [mW]	instances
2_1_floorplan	0.437	5.90	-	0.905	907
3_3_place_gp	0.455	5.08	0.344	1.07	1244
3_5_place_dp	0.461	4.92	0.344	1.08	1244
4_1_cts	0.480	5.26	0.358	1.35	1260
5_1_grt	0.511	4.71	0.358	1.45	1260
6_report	0.480	5.24	0.358	1.34	1260
cell families after synthesis:
family	after synthesis	synth area share
compound gates	219	0.204
buf+inv	95	0.0674
flops	101	0.276
simple gates	356	0.265
mux	38	0.0522
xor+xnor	65	0.0776
fa+ha+maj	33	0.0583
per-layer routing:
| layer | wire (um) | global-route usage |
|---|---|---|
| met5 | 0 | 0 |
| met4 | 181 | 0.0137 |
| met3 | 687 | 0.0230 |
| met2 | 8070 | 0.240 |
| met1 | 8830 | 0.212 |
worst paths after layout:
check	start	to	slack, ns
worst max-delay path	data[0]	acc1.B[14]$_SDFF_PP0_	5.24
worst min-delay path	cnt1.vr_size[19]$_SDFFE_PN0P_	cnt1.vr_size[19]$_SDFFE_PN0P_	0.48
worst max register to register	acc1.A[0]$_SDFF_PP1_	acc1.B[14]$_SDFF_PP0_	8.04
worst min register to register	cnt1.vr_size[19]$_SDFFE_PN0P_	cnt1.vr_size[19]$_SDFFE_PN0P_	0.48
cells in the final DEF, fill, tap and decap left out, drive strengths merged, types with 6 or more instances in the layout:
| cell type | instances |
|---|---|
| and2 | 20 |
| nor2b | 48 |
| and3 | 8 |
| clkdlybuf4s50 | 74 |
| inv | 30 |
| dfxtp | 101 |
| a211oi | 11 |
| nand2b | 7 |
| nor4 | 13 |
| nand3 | 28 |
| nor4b | 6 |
| nor3 | 36 |
| a21oi | 63 |
| xnor2 | 38 |
| or2 | 8 |
| or4 | 10 |
| ha | 31 |
| or3 | 14 |
| o211ai | 11 |
| xor2 | 27 |
| o21a | 8 |
| buf | 10 |
| a21o | 12 |
| clkbuf | 12 |
| o21ai | 44 |
| mux2i | 36 |
| a21boi | 9 |
| nand2 | 70 |
| nor2 | 59 |
| a22oi | 7 |
No activity file was given, so power comes from the tool's default toggle rates.
